### design/flow/config.mk
export PLATFORM = sky130hd
export DESIGN_NAME = dma_controller
export DESIGN_NICKNAME = dma_controller
export VERILOG_FILES = /design/flow/design.v
export SDC_FILE = /design/flow/constraint.sdc
export NUM_CORES = 4
export LEC_CHECK = 1
export CORE_UTILIZATION = 40
### design/flow/constraint.sdc
current_design dma_controller

set clk_period 6.0
set clk_io_pct 0.2

create_clock -name clk0 -period $clk_period [get_ports {clk}]

set non_clock_inputs [all_inputs -no_clocks]
set_input_delay [expr $clk_period * $clk_io_pct] -clock clk0 $non_clock_inputs
set_output_delay [expr $clk_period * $clk_io_pct] -clock clk0 [all_outputs]
### design/flow/design.v
`timescale 1ns/1ps
module dma_controller(
    input clk,
    input rst,
    input en,
    output dma_status,
    input [15:0] addr,
    input [15:0] data_in,
    input write_enable,
    output reg [15:0] ram_addr,
    output reg [15:0] ram_data_out,
    output reg ram_we,
    input  [15:0] ram_data_in,
    output reg [23:0] dram_addr,
    output reg [31:0] dram_data_out,
    output reg dram_req_read,
    output reg dram_req_write,
    input  [31:0] dram_data_in,
    input  dram_data_valid,
    input  dram_write_complete
    );
reg [2:0] dma_type = 0;
reg dma_in_progress = 0;
reg [15:0] local_addr = 0;
reg [23:0] remote_addr = 0;
reg [15:0] count = 2;
    assign dma_status = dma_in_progress;
localparam STATE_BITS          = 6;
localparam 			 
  STATE_NOP           = 6'b111111,
  STATE_DRAM_WRITE    = 6'b000000,
  STATE_DRAM_READ     = 6'b000001,
  STATE_RESERVED      = 6'b000111,
  STATE_DW_READ_LOW   = 6'b001000,
  STATE_DW_READ_HIGH  = 6'b010000,
  STATE_DW_WRITE_RAM  = 6'b011000,
  STATE_DR_READ       = 6'b001001,
  STATE_DR_WRITE_LOW  = 6'b010001,
  STATE_DR_WRITE_HIGH = 6'b011001;
reg   				 
    [STATE_BITS-1:0] state = STATE_NOP;
reg [31:0] ram_data = 0;
always @(posedge clk) begin
    ram_addr <= local_addr;
    if(rst == 1) begin
        state <= STATE_NOP;
        dma_in_progress <= 0;
        ram_data_out <= 0;
        ram_we <= 0;
        dram_addr <= 0;
        dram_data_out <= 0;
        dram_req_read <= 0;
        dram_req_write <= 0;
        ram_data <= 0;
    end
    else if(en == 1 && write_enable == 1) 
        case({addr[14:0],1'b0})
            16'hff0a: begin
                dma_type <= data_in[2:0];
                dma_in_progress <= 1;
            end
            16'hff0c: begin
                local_addr <= data_in>>1;
		end
            16'hff0e:
                remote_addr <= {data_in,8'b0};
            16'hff10:
                count <= data_in >> 2;
        endcase
    else 
    case(state)
        STATE_DRAM_WRITE: begin
            local_addr <= local_addr + 1;
	    ram_addr <= local_addr + 1;
            state <= STATE_DW_READ_LOW;
        end
        STATE_DW_READ_LOW:begin
            ram_data[15:0] <= ram_data_in;
            local_addr <= local_addr + 1;
	    ram_addr <= local_addr + 1;
            count <= count - 1;
            state <= STATE_DW_READ_HIGH;
        end
        STATE_DW_READ_HIGH: begin
            ram_data[31:16] <= ram_data_in;
            dram_addr <= remote_addr;
            remote_addr <= remote_addr + 2;
            dram_req_write <= 1'b1;
            dram_data_out[15:0] <= ram_data[15:0];
            dram_data_out[31:16] <= ram_data_in;
            state <= STATE_DW_WRITE_RAM;
        end
        STATE_DW_WRITE_RAM:
            if(dram_write_complete == 1) begin
                dram_req_write <= 1'b0;
                if(count == 0) begin
                    state <= STATE_NOP;
                    dma_in_progress <= 0;
                end
                else begin
                    state <= STATE_DRAM_WRITE;
                end
            end
        STATE_DRAM_READ: begin
            ram_we <= 0;
            dram_addr <= remote_addr;
            dram_req_read <= 1;
            remote_addr <= remote_addr + 2;
            count <= count - 1;
            state <= STATE_DR_READ;
        end
        STATE_DR_READ:begin
           dram_req_read <= 0;
           if(dram_data_valid == 1)begin
              dram_req_read <= 0;
              state <= STATE_DR_WRITE_LOW;
           end
           end
        STATE_DR_WRITE_LOW:begin
            local_addr <= local_addr + 1;
            ram_we <= 1;
            ram_data_out <= dram_data_in[15:0];
            state <= STATE_DR_WRITE_HIGH;
        end
        STATE_DR_WRITE_HIGH:begin
            local_addr <= local_addr + 1;
            ram_data_out <=dram_data_in[31:16];
            if(count == 0) begin
                state <= STATE_NOP;
                dma_in_progress <= 0;
            end
            else
                state <= STATE_DRAM_READ;
        end
        STATE_NOP:begin
            ram_we <= 0;
            if(dma_in_progress)
                state <= {2'b0,dma_type};
        end
    endcase
end
    reg [151:0]		state_ascii;		 
    always @(state) begin
	case ({state})
	  STATE_NOP:           state_ascii = "state_nop          ";
	  STATE_DRAM_WRITE:    state_ascii = "state_dram_write   ";
	  STATE_DRAM_READ:     state_ascii = "state_dram_read    ";
	  STATE_RESERVED:      state_ascii = "state_reserved     ";
	  STATE_DW_READ_LOW:   state_ascii = "state_dw_read_low  ";
	  STATE_DW_READ_HIGH:  state_ascii = "state_dw_read_high ";
	  STATE_DW_WRITE_RAM:  state_ascii = "state_dw_write_ram ";
	  STATE_DR_READ:       state_ascii = "state_dr_read      ";
	  STATE_DR_WRITE_LOW:  state_ascii = "state_dr_write_low ";
	  STATE_DR_WRITE_HIGH: state_ascii = "state_dr_write_high";
	  default:             state_ascii = "%Error             ";
	endcase
    end
endmodule
### design/flow/run.sh
#!/bin/bash
# OpenROAD 26Q1-2900-gdf79404cd8, Yosys 0.63+post, stock flow scripts
make -C /OpenROAD-flow-scripts/flow DESIGN_CONFIG=/design/flow/config.mk WORK_HOME=/design/flow/orfs finish
==> results.py <==
# Generated from Yosys and OpenROAD reports
metrics = {
    "cts": {
        "cts_root_buf": "clkbuf_16",
        "ctsHoldBuffers": 0,
        "clkTransAtPathRegs_ps": 70,
        "htree_num_levels": 4,
        "cts_made_buffers": 17,
        "clock_latency_ps": 420,
        "cts_buffer_depth": 2,
        "ctsResizeCount": 0,
        "cts_setup_buffers": 0,
        "cts_tree": "done",
        "cts_sinks": 171,
    },
    "routing": {
        "routedWlPerCell_um": 16.0,
        "viasPerCell": 5.28,
        "wl_met2_mm": 8.96,
        "vias": 6308,
        "wl_mm": 19.1,
        "drt_iter0_drc": 368,
        "firstDrtPassIters": 5,
        "drcViolationCount": 0,
        "wl_met1_mm": 8.46,
        "ant_nets": 0,
        "dr_wl_met3_mm": 1.46,
        "top_layer": "met4",
    },
    "cells_and_area": {
        "syn_to_final_growth_pct": 33.6,
        "nFillCells": 1543,
        "fin_util_pct": 55.4,
        "drive_gt1_share_pct": 6.01,
    },
    "grt": {
        "grt_pass1_wl_mm": 31.2,
        "grt-ovfl-total": 0,
        "grt_pass1_vias": 6083,
        "track_usage_pct": 20.8,
        "antenna_found_initial": 0,
        "grt_max_degree": 80,
    },
    "floorplan": {
        "die_h_um": 140,
        "fp.dieArea_mm2": 0.0195,
        "fp-row-count": 49,
        "io_pins": 178,
        "fp.dieW_um": 140,
        "core_area_mm2": 0.0183,
        "fp-utilization_pct": 41.5,
    },
    "sta": {
        "max_freq_ghz": 0.296,
        "relSlewSlack_pct": 45.4,
        "rsz0062_at_grt": "false",
        "post-route-min-period_ps": 3380,
        "hold_viol": 0,
        "tightest_slew_ps": 819,
        "fin_tns_setup_ps": 0,
        "finalCritPeriodShare_pct": 56.3,
        "report.final.slew_viol_count": 0,
        "final-setup-viol-count": 0,
        "finalClockSkew_ps": 11.6,
    },
    "power": {
        "ir_drop_mv": 0.194,
        "cellPowerDensity_mw_per_mm2": 235,
        "p_leak_nw": 3.36,
    },
    "synth": {
        "synthArstFlopShare_pct": 0,
        "top_cell_area_share_pct": 29.9,
        "area_leaders": "dfxtp_1 (30%), edfxtp_1 (23%), mux2i_1 (5.9%)",
        "yosysTopAreaCell": "dfxtp_1",
        "synth.avg_cell_area_um2": 9.51,
        "synth_area_mm2": 0.00758,
        "ys_seq_share_pct": 52.8,
        "ys.flop_type": "dfxtp_1",
        "synth_cells": 797,
        "ys.flops": 171,
        "yosys-stat-cells": 797,
        "synthDistinctLibCells": 47,
        "synth-edff-count": 58,
        "ys_warn_count": 1,
        "ys_chip_area_mm2": 0.00758,
    },
    "worst_setup_path": {
        "critPathCaptureType": "flop",
        "arrival_ps": 3650,
        "cp.required_ps": 6270,
        "cp-start-kind": "input port",
        "path_class": "in2reg",
        "critPathMaxFanout": 33,
    },
    "place": {
        "gp_congestion": 0.835,
        "hpwl_mm": 13.1,
        "port_buffers": 175,
    },
    "hold_path": {
        "hp-class": "reg2reg",
    },
    "run": {
        "warnings": 26,
        "max-cap-violations": 0,
    },
    "outcome": {
        "status": "completed",
    },
}
-- cell families after synthesis --
| group | share of synthesized area [%] |
|---|---|
| AOI/OAI and AO/OA | 10.8 |
| and+or+nand+nor | 20.9 |
| xor gates and xnor gates | 5.66 |
| other | 0.0495 |
| buffers and inverters | 3.35 |
| adders and majority gates | 0.496 |
| muxes | 5.95 |
| DFF | 52.8 |
-- cell usage in the layout, fill, tap and decap left out, types with 5 or more instances in the layout --
cell type,instances
inv_1,11
dfxtp_1,113
and4_1,5
mux2i_1,45
nor4_1,7
o21ai_0,13
inv_8,5
clkdlybuf4s50_1,174
nand3_1,31
a21oi_1,69
xnor2_1,31
nor3_1,16
clkbuf_16,18
or3_1,11
xor2_1,18
o31ai_1,14
nand2_1,110
or4_1,16
nor2_1,96
a31oi_1,15
buf_4,15
a311oi_1,16
edfxtp_1,58
nand4_1,11
and3_1,5
-- where the power goes --
part | total [mW] | switching (mW) | internal [mW]
Clock | 1.08 | 0.493 | 0.586
Sequential | 1.19 | 0.00000245 | 1.19
Combinational | 0.103 | 0.0441 | 0.0591
-- final cells by class --
| cell class | instances | area, µm² | area share [%] |
|---|---|---|---|
| diodes | 1 | 2.50 | 0.0247 |
| clock buffers | 19 | 464 | 4.59 |
| clock inverters | 13 | 123 | 1.21 |
| inverters | 11 | 41.3 | 0.408 |
| multi-input cells | 562 | 3350 | 33.1 |
| flip-flops and latches | 171 | 4000 | 39.5 |
| well taps | 229 | 287 | 2.83 |
| repair buffers | 189 | 1850 | 18.3 |
-- path summary, 6_finish.rpt --
| kind | start | to | slack (ps) | depth (start not counted) |
|---|---|---|---|---|
| worst max-delay path | en | dram_req_write$_SDFFE_PP0P_ | 2620 | 5 |
| worst min-delay path | ram_data[3]$_SDFFE_PP0P_ | dram_data_out[3]$_SDFFE_PP0P_ | 450 | 2 |
| worst max register to register | state[5]$_SDFFE_PP1P_ | dram_req_write$_SDFFE_PP0P_ | 3550 | 4 |
| worst min register to register | ram_data[3]$_SDFFE_PP0P_ | dram_data_out[3]$_SDFFE_PP0P_ | 450 | 2 |
-- critical path, stage by stage --
cell,delay [ps]
clkdlybuf4s50_1,450
a2111o_1,600
or4b_2,1060
a21oi_1,260
nor3_1,60
-- flip-flops by register name, indices dropped and copies added, names as in the netlist --
signal           flops
dram_data_out       32
dram_addr           23
remote_addr         23
count               16
local_addr          16
ram_addr            16
ram_data            16
ram_data_out        16
state                6
dma_type             3
dma_in_progress      1
dram_req_read        1
dram_req_write       1
ram_we               1
-- stage by stage --
stage,std cells,hold WS [ps],area (µm²),setup slack [ps],total power [mW]
after floorplan,797,422,7580,2080,1.25
after global placement,1162,437,9530,2140,1.32
after detailed placement,1162,443,9530,2150,1.32
after CTS,1194,456,10100,2580,2.41
after global routing,1194,465,10100,2400,2.47
final,1195,454,10100,2620,2.38
-- synth_stat cells (2+ instances only) --
cell type,count
or4_1,16
inv_1,11
a31oi_1,15
and3_1,5
a21oi_1,69
clkbuf_1,41
buf_2,8
o21ai_0,13
or4b_2,2
mux2i_1,45
nor3_1,16
o31ai_1,14
xnor2_1,31
dfxtp_1,113
a311oi_1,16
nand2_1,111
xor2_1,18
buf_1,3
or3_1,11
nor2_1,96
nand4b_1,3
ha_1,3
edfxtp_1,58
nand3_1,31
nor3b_1,2
nor4b_1,2
and4_1,5
nand4_1,11
and2_1,3
nor4_1,7
a211oi_1,2
-- per-layer routing --
layer,GRT usage [%],up-vias
li1,-,3172
met1,30.6,2933
met2,32.4,188
met3,6.21,15
met4,2.89,0
met5,0,-
Power and IR drop assume default switching activity.
