**./config.mk**
```make
export PLATFORM = sky130hd
export DESIGN_NAME = register_unit
export DESIGN_NICKNAME = register_unit
export VERILOG_FILES = /design/flow/design.v
export SDC_FILE = /design/flow/constraint.sdc
export NUM_CORES = 4
export LEC_CHECK = 1
export CORE_UTILIZATION = 40
```
**./run.sh**
```bash
#!/bin/bash
# OpenROAD 26Q1-2900-gdf79404cd8, Yosys 0.63+post, stock flow scripts
make -C /OpenROAD-flow-scripts/flow DESIGN_CONFIG=/design/flow/config.mk WORK_HOME=/design/flow/orfs finish
```
**./design.v**
```verilog
`timescale 1ns/1ps
module register_unit(
    input  clk,
    input  en,
    input  rst,
    input  wr_en,
    input  rS_wr_en,
    input  [2:0] rD_sel,
    input  [2:0] rS_sel,
    input  [15:0] rD_data_in,
    output [15:0] rD_data_out,
    input  [15:0] rS_data_in,
    output [15:0] rS_data_out);
    reg [15:0] registers[0:7];
    integer i;
    initial
        for(i=0;i<8;i=i+1)
            registers[i] = 0;
    reg [15:0] rD_data;
    reg [15:0] rS_data;
    assign rD_data_out = rD_data;
    assign rS_data_out = rS_data;
always @(posedge clk)
    if(rst == 1)
        for(i=0;i<8;i=i+1)
            registers[i] = 0;
    else if(en == 1) begin
        rD_data = registers[rD_sel];
        rS_data = registers[rS_sel];
        if (wr_en == 1) 
            registers[rD_sel] <= rD_data_in;
        if (rS_wr_en == 1)
            registers[rS_sel] <= rS_data_in;
    end
endmodule
```
**./constraint.sdc**
```tcl
current_design register_unit

set clk_period 7.1
set clk_io_pct 0.2

create_clock -name clk0 -period $clk_period [get_ports {clk}]

set non_clock_inputs [all_inputs -no_clocks]
set_input_delay [expr $clk_period * $clk_io_pct] -clock clk0 $non_clock_inputs
set_output_delay [expr $clk_period * $clk_io_pct] -clock clk0 [all_outputs]
```
==> CHANGELOG.md <==
## Flow update

- Status: complete, no violations
- Layout cells sized above 1: 13.0%
- Ports: 75
- CTS tree: yes
- Max_slew headroom: 40.9%
- Largest net degree at the start of global routing: 54
- Top cells excl fill/tap: 180 x nor2_1, 147 x mux2i_1, 128 x dfxtp_1, 93 x a211oi_1, 67 x clkdlybuf4s50_1
- Vias per Instance: 5.92
- Max-cap violations: 0
- Final Setup Violations: 0
- CP Class: input pin to register
- RSZ-0062 raised after global routing: false
- Synthesized flop and latch total: 160
- Worst min path class: register to register
- Number of enable flip-flop cells: 32
- Final Hold Fails: 0
- Clock tree buffer depth: 2
- GP Congestion: 0.902
- Wire length per cell: 22.8 um
- Count of tool warnings: 25
- Core Area: 22,800 um2
- Setup Fix Bufs, Post-CTS: 0
- Post-route ant nets: 0
- Final routed DRC violation total: 0
- Yosys Warn Count: 2
- Htree depth: 4
- Overflow left after global routing: 0
- 1st-iter DRT viols: 619
- Fmax: 0.281 GHz
- Cell variety after synth: 52
- Final Slew Violations: 0
- Most frequent logic cell in the layout: nor2_1
- Inserted Clock Buffers: 17
- Clock sink count: 160
- Die area: 24,100 um2
- Final-layout fill cell count: 2,177
- Pwr/cell area: 211 nW/um2
- Vias in the first global route: 7,289
- Crit Path Max Fanout: 53
- DR pass1 iterations: 4
- Req. time, crit path: 7.45 ns
- Avg Cell Area, Syn: 9.51 um2
- CTS clk-pin slew, worst paths: 0.07 ns
- Late-Pin Clk Latency: 0.43 ns
- Synth Instances: 989
- Post-layout instance area: 10,700 um2
- Die Wd: 155 um
- Die H: 155 um
- Initial antenna violation count: 0
- Antenna cells: 0
- Period minus WS final: 3.55 ns
- Root buffer cell: clkbuf_16
- Leak pwr: 3.82 nW
- Maximum vdd ir drop: 142 uV
- Mapped Area: 9410 um2
- # Cells Yosys: 989
- DRT Wirelength: 29,900 um
- Area growth syn-to-layout: 13.5%
- Worst clock skew: 0.00955 ns
- Crit share post-route: 50.0%
- Post-Place Cell Area: 10,100 um2
- Worst-Margin Slew: 0.885 ns
- Floorplan core density: 41.2%
- First-pass GRT wire length: 46,400 um
- Hold buffers post-CTS: 0
- DPL Wire Length: 19,400 um
- Crit. End Element: register
- TNS Setup: 0 ns
- Synth Seq Share: 37.4%
- CP arrival: 3.90 ns
- Main flop type: dfxtp_1
- Resize count post-CTS: 0
- Via count: 7,753
- Crit path launch type: input pin
- Post-synthesis async set-or-reset flop share: 0%
- Synthesis area per yosys: 9410 um2
- Buffers on Ports: 74
- Total GRT Usage: 26.4%
- Rows: 55
synthesized netlist by cell type, types with 20 or more instances:
library cell	instances	area, um2
nand2_1	20	75.1
mux2i_1	147	1470
a211oi_2	36	450
nor2_1	180	676
a211oi_1	93	698
dfxtp_1	128	2560
a21oi_1	24	120
buf_4	29	218
edfxtp_1	32	961
buf_2	34	170
a221oi_1	31	272
clkbuf_1	46	173
where the power goes:
group	internal, mW	switching (mW)	total [mW]
Combinational	0.132	0.194	0.327
Clock	0.522	0.406	0.928
Sequential	0.968	0.0288	0.996
logic make-up (layout without fill, tap and decap cells):
family | count (synthesis) | after routing | share of synthesized area (%)
DFF | 160 | 160 | 37.4
and+or+nand+nor | 264 | 264 | 12.9
muxes | 169 | 169 | 19.6
buffers and inverters | 142 | 150 | 7.39
AOI/OAI and AO/OA | 254 | 254 | 22.7
metrics by stage:
stage	hold WS, ns	cells	util [%]	setup slack (ns)	total power, mW
6_report	0.508	1310	46.7	3.55	2.25
5_1_grt	0.532	1310	46.7	3.38	2.33
4_1_cts	0.511	1310	46.7	3.58	2.26
3_5_place_dp	0.501	1278	44.2	3.14	1.34
3_3_place_gp	0.491	1278	44.2	3.18	1.33
2_1_floorplan	0.478	989	-	3.22	1.23
critical path, cell delays in order:
cell and delay [ns]:
buf_2 0.07, buf_4 0.49, nand4b_1 0.48, buf_4 0.38
a21boi_4 0.41, buf_4 0.35, nor2_1 0.09, a211oi_2 0.19
registers in the layout, summed over array words and instances, names as in the netlist:
register   flops
rD_data       16
rS_data       16
registers    128
layout make-up:
cell class / count / area [um2] / share of cell area, %
Tap cell: 313 / 392 / 3.67
Clock buffer: 17 / 425 / 3.98
Inverter: 17 / 63.8 / 0.598
Clock inverter: 15 / 160 / 1.50
Multi-Input combinational cell: 687 / 5200 / 48.7
Timing Repair Buffer: 101 / 911 / 8.53
Sequential cell: 160 / 3520 / 33.0
worst paths after layout:
| check | from | end | slack (ns) | depth (start not counted) |
|---|---|---|---|---|
| max | rS_sel[1] | registers[3][5] | 3.55 | 8 |
| max reg2reg | registers[7][12] | rD_data[12] | 5.56 | 4 |
| min | registers[4][11] | registers[4][11] | 0.51 | 2 |
| min reg2reg | registers[4][11] | registers[4][11] | 0.51 | 2 |
routing by layer:
metal  track usage [%]  part of all wire [%]  up-vias
met1              43.5                    49     3712
met3              7.38                   9.0       32
met5                 0                     0        -
li1                  -                     -     3654
met4              3.87                   1.5        0
met2              35.8                    41      355
Power is estimated from default activity; no workload was simulated.
